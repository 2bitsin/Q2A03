==> /design/flow/design.v <==
module compare (I_value, I_lower, I_upper, O_inside, O_outside);
  parameter P_width = 16;
  input   wire[P_width - 1:0]   I_value   ;
  input   wire[P_width - 1:0]   I_lower   ;
  input   wire[P_width - 1:0]   I_upper   ;
  output  wire                  O_outside ;
  output  wire                  O_inside  ;
  assign  O_inside              = (I_value >= I_lower) && (I_value < I_upper) ;
  assign  O_outside             = ~O_inside ;
endmodule
==> /design/flow/run.sh <==
#!/bin/bash
# OpenROAD 26Q1-2900-gdf79404cd8, Yosys 0.63+post, stock flow scripts
make -C /OpenROAD-flow-scripts/flow DESIGN_CONFIG=/design/flow/config.mk WORK_HOME=/design/flow/orfs finish
==> /design/flow/config.mk <==
export PLATFORM = sky130hd
export DESIGN_NAME = compare
export DESIGN_NICKNAME = compare
export VERILOG_FILES = /design/flow/design.v
export SDC_FILE = /design/flow/constraint.sdc
export NUM_CORES = 4
export LEC_CHECK = 1
export CORE_AREA = 10 10 86 86
export DIE_AREA = 0 0 96 96
==> /design/flow/constraint.sdc <==
current_design compare

set clk_period 4.4
set clk_io_pct 0.2

create_clock -name clk0 -period $clk_period

set non_clock_inputs [all_inputs -no_clocks]
set_input_delay [expr $clk_period * $clk_io_pct] -clock clk0 $non_clock_inputs
set_output_delay [expr $clk_period * $clk_io_pct] -clock clk0 [all_outputs]
==> Changelog: implementation <==
## Flow update

* Largest net degree at the start of global routing at 4
* Placeable core region at 5540 um2
* Uppermost metal layer occupied by signal nets: met3
* Final RePlAce weighted congestion at 0.800
* Residual overflow from global routing at 0
* Leakage power summed over all cells at 0.711 nW
* Outcome: finished clean
* Metal2 WL at 1.17 mm
* Overall fraction of global-route tracks in use at 5.12%
* Setup TNS after final layout at 0 ns
* Number of global-route vias before repair at 934
* Height of the die at 96 um
* Gate Count Post-Synth at 108
* Final non-filler cell total at 230
* Number of cells in the yosys synthesis report at 108
* Critical Path Start Type: input pin
* Tally of OpenROAD warnings at 32
* Number of buffers added for setup after CTS at 0
* Drt wl/cell at 10.2 um
* Clkbuf count at 0
* Sequential cell area fraction in the yosys report at 0%
* Met3 wire len at 180 um
* Placed insts at 230
* Share of the cycle needed by the critical path after routing at 94.6%
* Flop area at 0 um2
* Detailed-route wire length on metal 1 at 1.01 mm
* XORs/XNORs by Area at 0%
* Sum of net half-perimeters after detailed placement at 2.30 mm
* Count of max-cap constraint violations at 0
* Post-cts hold buffer count at 0
* Hold EP: O_outside
* Synthesis warning total at 0
* Diode insertion count for antenna repair at 0
* Detailed-route wire length at 2.35 mm
* Tmin final at 4.16 ns
* Via density per instance at 3.66
* Die extent in x at 96 um
* Number of setup violations in the final report at 0
* Worst EP arrival at 3.28 ns
* Worst min-delay path startpoint: I_lower[15]
* Number of buffer cells added on primary ports at 50
* Netlist Area Pre-Place at 807 um2
* F_max at 240 MHz
* Fraction of layout cells with a size suffix above 1 at 1.90%
* Post-cts sizing count at 0
* Floorplan die area at 9220 um2
* Crit path capture type: output port
* Starting density of the core at 14.6%
* Data required time at the worst endpoint at 3.52 ns
* Tightest Pin Transition at 0.367 ns
* Setup repair after global routing missed its margin: no
* Max-slew headroom at 74.9%
* Largest fanout on the critical path at 2
* Multiplexer area fraction after synthesis at 0%
* Post-synthesis share of cell area spent on and, or, nand and nor gates at 14.6%
* P&R area growth vs syn at 73.2%
* Dominant kind of combinational cell: adder cells
* Detailed-route via count at 841
* Area of the synthesized netlist per yosys stat at 807 um2
* Number of top-level design ports at 50
* Number of iterations in the first detailed-routing pass at 4
* Antenna-violating nets left at 0
* Number of design-rule violations left by the first detailed-router iteration at 20
* Cell count of the worst hold path at 6
* Std-Cell Rows at 27
* Adder and majority gate portion of the synthesized area at 48.1%
* CP Class: in -> out
* Total power per unit cell area at 81.4 nW/um2
* Post-synthesis share of cell area spent on and-or and or-and gates at 22.0%
* Hold Violations, Final at 0
* Initial antenna violation count at 0
* Worst hold path type: in -> out
* Unique masters post-synth at 23
* Max Transition Viols Final at 0
* Average size of a mapped cell at 7.47 um2
* Global-route wire length before repair at 3.94 mm
* Flop count at 0
* Worst ir drop on vdd at 0.0000253 V
* Number of remaining DRC errors at 0
placed cells by master, fill, tap and decap left out:
cell type and count:
sky130_fd_sc_hd__ha_1 31, sky130_fd_sc_hd__inv_1 33, sky130_fd_sc_hd__nand2b_4 1, sky130_fd_sc_hd__clkdlybuf4s50_1 50, sky130_fd_sc_hd__a221oi_2 1, sky130_fd_sc_hd__a2111oi_4 1
sky130_fd_sc_hd__and3_1 1, sky130_fd_sc_hd__a2111o_1 1, sky130_fd_sc_hd__a21boi_0 1, sky130_fd_sc_hd__nor3_1 1, sky130_fd_sc_hd__o21a_1 1, sky130_fd_sc_hd__o21ai_1 1
sky130_fd_sc_hd__nand2b_1 1, sky130_fd_sc_hd__and4_1 2, sky130_fd_sc_hd__nand3_1 4, sky130_fd_sc_hd__a21oi_1 8, sky130_fd_sc_hd__a211oi_1 1, sky130_fd_sc_hd__a21o_1 3
sky130_fd_sc_hd__nor2_1 2, sky130_fd_sc_hd__nand2_1 6, sky130_fd_sc_hd__a2111oi_0 1, sky130_fd_sc_hd__o21ai_0 3, sky130_fd_sc_hd__a2111oi_1 1, sky130_fd_sc_hd__nand4_1 3
Yosys cell counts:
cell                        number  area share (%)
sky130_fd_sc_hd__nor2_1          2            0.93
sky130_fd_sc_hd__a21o_1          3             2.8
sky130_fd_sc_hd__a2111oi_4       1             3.4
sky130_fd_sc_hd__a211oi_1        1            0.93
sky130_fd_sc_hd__and3_1          1            0.78
sky130_fd_sc_hd__o21ai_0         3             1.9
sky130_fd_sc_hd__a21oi_1         8             5.0
sky130_fd_sc_hd__inv_1          33              15
sky130_fd_sc_hd__and4_1          2             2.2
sky130_fd_sc_hd__a2111o_1        1             1.4
sky130_fd_sc_hd__nand2b_4        1             1.7
sky130_fd_sc_hd__a2111oi_1       1             1.2
sky130_fd_sc_hd__a2111oi_0       1             1.1
sky130_fd_sc_hd__ha_1           31              48
sky130_fd_sc_hd__o21ai_1         1            0.62
sky130_fd_sc_hd__nand4_1         3             2.3
sky130_fd_sc_hd__nor3_1          1            0.62
sky130_fd_sc_hd__a21boi_0        1            0.93
sky130_fd_sc_hd__nand2b_1        1            0.78
sky130_fd_sc_hd__nand2_1         6             2.8
sky130_fd_sc_hd__a221oi_2        1             1.9
sky130_fd_sc_hd__nand3_1         4             2.5
sky130_fd_sc_hd__o21a_1          1            0.93
layout make-up:
class                      count  area, um2
inverter                      33        124
tap                           72       90.1
timing repair buffer          50        500
multi-input combinational     75        683
fill                         608       4140
through the flow:
| stage | setup slack, ns | area [um2] | power (mW) | hold slack (ns) | utilization, % |
|---|---|---|---|---|---|
| 6_report | 0.238 | 1400 | 0.114 | 3.01 | 25.2 |
| 5_1_grt | 0.133 | 1400 | 0.130 | 3.08 | 25.2 |
| 4_1_cts | 0.201 | 1400 | 0.116 | 3.04 | 25.2 |
| 3_5_place_dp | 0.210 | 1400 | 0.115 | 3.04 | 25.2 |
| 3_3_place_gp | 0.209 | 1400 | 0.115 | 3.04 | 25.2 |
| 2_1_floorplan | 1.24 | 807 | 0.0524 | 2.04 | - |
layer usage:
layer | track usage, % | vias to the layer above
li1 | - | 475
met1 | 6.24 | 345
met2 | 9.36 | 21
met3 | 1.26 | 0
met4 | 0 | 0
met5 | 0 | -
cell families (layout without fill, tap and decap cells):
group           after synthesis  after routing
buf+inv                      33             83
compound gates               23             23
fa+ha+maj                    31             31
simple gates                 21             21
report_power, final:
| part | internal, mW | leakage, nW | switching, mW |
|---|---|---|---|
| combinational | 0.0717 | 0.711 | 0.0421 |
| clock | 0 | 0 | 0 |
| sequential | 0 | 0 | 0 |
| total | 0.0717 | 0.711 | 0.0421 |
worst max-delay path, stage by stage:
cell                              delay (ns)
sky130_fd_sc_hd__clkdlybuf4s50_1        0.45
sky130_fd_sc_hd__ha_1                   0.32
sky130_fd_sc_hd__a21o_1                 0.19
sky130_fd_sc_hd__a221oi_2               0.28
sky130_fd_sc_hd__o21ai_1                0.10
sky130_fd_sc_hd__a2111o_1               0.43
sky130_fd_sc_hd__and4_1                 0.20
sky130_fd_sc_hd__clkdlybuf4s50_1        0.42
worst max-delay path by stage:
stage / endpoint / depth (start not counted) / slack [ns] / startpoint
finish: O_inside / 8 / 0.24 / I_value[10]
global route: O_inside / 9 / 0.13 / I_lower[14]
CTS: O_inside / 9 / 0.20 / I_lower[11]
Power and IR drop assume default switching activity.
