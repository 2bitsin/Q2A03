$ cat config.mk
export PLATFORM = sky130hd
export DESIGN_NAME = register
export DESIGN_NICKNAME = register
export VERILOG_FILES = /design/flow/design.v
export SDC_FILE = /design/flow/constraint.sdc
export NUM_CORES = 4
export LEC_CHECK = 1
export CORE_AREA = 10 10 70 70
export DIE_AREA = 0 0 80 80
$ cat constraint.sdc
current_design register

set clk_period 1.5
set clk_io_pct 0.2

create_clock -name clk0 -period $clk_period [get_ports {I_clock}]

set non_clock_inputs [all_inputs -no_clocks]
set_input_delay [expr $clk_period * $clk_io_pct] -clock clk0 $non_clock_inputs
set_output_delay [expr $clk_period * $clk_io_pct] -clock clk0 [all_outputs]
$ cat design.v
module register #(
  parameter P_width = 8, 
  parameter bit[P_width-1:0] P_init = {P_width{1'b0}}) 
  (I_clock, I_reset, I_write, I_bits, O_bits);
  input   wire                I_clock;
  input   wire                I_reset;
  input   wire                I_write;
  input   wire[P_width-1:0]   I_bits;
  output  wire[P_width-1:0]   O_bits;
  bit[P_width-1:0] bits;
  assign O_bits = bits;  
  always @(posedge I_clock, negedge I_reset) 
  begin    
    if (~I_reset) 
      bits <= P_init;
    else if (I_write)
      bits <= I_bits;  
  end
endmodule
$ cat run.sh
#!/bin/bash
# OpenROAD 26Q1-2900-gdf79404cd8, Yosys 0.63+post, stock flow scripts
make -C /OpenROAD-flow-scripts/flow DESIGN_CONFIG=/design/flow/config.mk WORK_HOME=/design/flow/orfs finish
==> Table 3: Implementation characteristics <==
Physical implementation characteristics

Parameter                              Value

Setup path
  Required time of the worst setup path .................. 1.20 ns
  Reg2Reg Launch Point .................. bits[4]$_DFFE_PN0P_
  Cell count of the worst reg-to-reg path .................. 1
  Endpoint of the most critical register-to-register path .................. bits[4]$_DFFE_PN0P_
  CP max-delay cell .................. sky130_fd_sc_hd__clkdlybuf4s50_1
  Cell breakdown of the critical path .................. clkdlybuf4s50_1
  Delay of the slowest cell on the worst path .................. 0.48 ns
  Crit. path cell count .................. 1
  Kind of launch point of the worst setup path .................. register
  Critical path start-end classification .................. register to primary output
  Register-to-Register Setup Slack .................. 0.73 ns
  CP bufs+invs .................. 1
  Arrival time reported for the critical path endpoint .................. 1.08 ns
  Cell class contributing the biggest share of worst-path delay .................. buffers and inverters
  Worst Setup End Kind .................. primary output
  Crit Path Max Fanout .................. 2

Synthesis
  Number of synthesis warnings .................. 1
  Mean cell area of the mapped netlist .................. 19.50 µm²
  Post-synthesis share of cell area spent on xor and xnor gates .................. 0%
  Unique masters post-synth .................. 3
  Synthesized cell area .................. 331.6 µm²
  Yosys Chip Area .................. 331.6 µm²
  Flops out of synthesis .................. 8
  Sequential cell area fraction in the yosys report .................. 60.38%
  Main logic family after synthesis .................. multiplexers
  Compound-cell area share of the yosys netlist .................. 0%
  Multiplexer share of the synthesized area .................. 36.23%
  Post-synthesis simple-gate area fraction .................. 0%
  Number of cell instances after yosys synthesis .................. 17
  Post-Syn Instances .................. 17
  Adder-Cell Fraction of Synth Area .................. 0%

Floorplan
  Row cnt .................. 21
  Overall die width .................. 80 µm
  Area of the core region .................. 3416 µm²
  Effective utilization at floorplan .................. 9.707%
  Number of top-level pins .................. 19
  Die height .................. 80 µm
  Area of the die .................. 6400 µm²

Route
  Overall via count from detail_route .................. 227
  Vias/cell .................. 2.671
  Wirelength per Cell .................. 10.81 µm
  Detailed-route DRC error count .................. 0
  Post-route antenna net violation count .................. 0
  Pre-antenna DRT Iters .................. 2
  Initial detailed-routing violation count .................. 2
  DRT Wirelength .................. 919 µm
  Total antenna diodes in the routed design .................. 0

Finish
  Register with the most flip-flops .................. bits
  Seq. cell area .................. 200.2 µm²
  Flip-flop count of the largest register, all copies and words added .................. 8
  Combinational gate area .................. 120.1 µm²
  Share of post-route cells with drive strength above 1 .................. 33.33%
  Util after Layout .................. 17.80%
  Layout overhead on the synthesized area .................. 83.40%
  Most numerous logic cell after layout .................. sky130_fd_sc_hd__clkdlybuf4s50_1
  Layout fillers .................. 386
  Registers with the most flip-flops .................. bits (8)
  Post-route cell area .................. 608.1 µm²
  Most frequent logic cells in the routed design .................. sky130_fd_sc_hd__clkdlybuf4s50_1 (18), sky130_fd_sc_hd__mux2_4 (8), sky130_fd_sc_hd__dfrtp_1 (8)

Timing
  Measured slew at the worst slew-check pin .................. 0.3921 ns
  Cycle use final .................. 92.20%
  Layout Skew .................. 0 ns
  Setup repair after global routing missed its margin .................. no
  Total Neg Setup Slack .................. 0 ns
  Fin crit period .................. 1.383 ns
  Finish-stage setup viols .................. 0
  Count of endpoints failing hold in the final timing report .................. 0
  Worst slew margin relative to its limit .................. 73.78%
  Top achievable clock speed .................. 0.7231 GHz
  Pins Over Slew Limit .................. 0

CTS
  Hold-fix buffer count after cts .................. 0
  Number of buffers on the longest clock path .................. 2
  # Post-CTS Setup Buffers .................. 0
  Root buf cell .................. sky130_fd_sc_hd__clkbuf_4
  Clock tree from TritonCTS .................. built
  CTS sink cnt .................. 8
  Gates resized, CTS repair .................. 0
  Clock insertion delay at the later pin of the skew report .................. 0.24 ns
  Clock-pin transition on the worst setup and hold timing paths .................. 0.05 ns
  H-tree Lvls .................. 1
  Cts bufs inserted .................. 3

Global route
  Wire length of the first global-routing pass .................. 1442 µm
  Global-route usage over all layers .................. 3.072%
  Overall overflow remaining after global route .................. 0
  Number of global-route vias before repair .................. 248
  Largest net degree at the start of global routing .................. 9
  Number of antenna violations at the first check in global routing .................. 0

Job
  Tool warnings .................. 28
  Max cap viols .................. 0

Pwr
  Lkg Pwr .................. 0.0002576 µW
  Cell area power density .................. 869.9 nW/µm²
  Maximum vdd drop .................. 321.4 µV

Placement
  Placed cell areas .................. 585.6 µm²
  # port buffers .................. 18
  Final GP Congestion .................. 0.7463

Status
  Run status .................. complete, no violations

Min path
  Worst hold path type .................. input pin to asynchronous set/reset pin
## cells in the mapped netlist
cell type,count,share of area [%]
sky130_fd_sc_hd__mux2_4,8,36
sky130_fd_sc_hd__dfrtp_1,8,60
sky130_fd_sc_hd__buf_6,1,3.4
## layer usage
layer	part of all wire, %	vias to the layer above	GRT usage [%]
met4	0	0	0.1761
met5	0	-	0
met1	49	107	4.113
met2	38	15	3.933
met3	13	0	2.386
li1	-	105	-
## per-stage QoR
step           hold slack [ns]  total power [µW]  std cells  worst slack (ns)
2_1_floorplan         0.004409             287.7         17            0.6579
3_3_place_gp            0.5043             375.1         82            0.1151
3_5_place_dp            0.4979             376.6         82           0.09411
4_1_cts                 0.3380             541.6         85           0.08945
5_1_grt                 0.3579             565.9         85           0.05913
6_report                0.3410             529.0         85            0.1170
## worst max path at each step
stage	start	end	slack [ns]
4_1_cts	bits[2]$_DFFE_PN0P_	O_bits[2]	0.09
5_1_grt	bits[2]$_DFFE_PN0P_	O_bits[2]	0.06
6_report	bits[2]$_DFFE_PN0P_	O_bits[2]	0.12
## power by group
| group | internal [µW] | total [µW] | leakage (µW) | switching [µW] |
|---|---|---|---|---|
| Clock | 91.2 | 159 | 0.0000138 | 67.9 |
| Sequential | 238 | 251 | 0.0000935 | 13.3 |
| Combinational | 95.4 | 119 | 0.000150 | 23.2 |
| Total | 425 | 529 | 0.000258 | 104 |
## cells by family after synthesis
logic type / Yosys count
multiplexers: 8
buffers and inverters: 1
flip-flops: 8
## cell type report
class	instances	share of cell area, %
multi-input cells	8	19.75
clock buffers	3	3.704
well taps	46	9.465
flip-flops and latches	8	32.92
repair buffers	20	34.16
Power figures rest on the tool's default switching activity, not on a simulated workload.
