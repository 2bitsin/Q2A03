File: flow/run.sh
#!/bin/bash
# OpenROAD 26Q1-2900-gdf79404cd8, Yosys 0.63+post, stock flow scripts
make -C /OpenROAD-flow-scripts/flow DESIGN_CONFIG=/design/flow/config.mk WORK_HOME=/design/flow/orfs finish
File: flow/design.v
module controller (I_clock, I_reset, I_joy_bits, O_joy_mode, I_GPIO_load, I_GPIO_rden, O_GPIO_data);
  input   wire            I_clock;
  input   wire            I_reset;
  input   wire[1:0][5:0]  I_joy_bits;
  output  wire[1:0]       O_joy_mode;
  input   wire[1:0]       I_GPIO_load;
  input   wire[1:0]       I_GPIO_rden;
  output  wire[1:0]       O_GPIO_data;
  bit[10:0]       clock_divide    ;
  bit[1:0][7:0]   curr_GPIO_state ;
  bit[1:0][7:0]   next_GPIO_state ;
  bit[1:0]        last_GPIO_rden  ;
  bit[1:0][7:0]   latch_bits      ;
  assign          O_joy_mode[0]   = clock_divide[$high(clock_divide)] ;
  assign          O_joy_mode[1]   = clock_divide[$high(clock_divide)] ;
  assign          O_GPIO_data[0]  = latch_bits[0][0] ;  
  assign          O_GPIO_data[1]  = latch_bits[1][0] ;
  always_ff @(posedge I_clock)
  begin
    clock_divide      <= clock_divide + 1 ;    
    curr_GPIO_state   <= next_GPIO_state ;    
    last_GPIO_rden[0] <= I_GPIO_rden[0] ; 
    last_GPIO_rden[1] <= I_GPIO_rden[1] ; 
    if (I_GPIO_load[0]) 
      latch_bits[0] <= curr_GPIO_state[0];
    if (I_GPIO_load[1]) 
      latch_bits[1] <= curr_GPIO_state[1];
    if (last_GPIO_rden[0] & ~I_GPIO_rden[0]) 
      latch_bits[0] <= latch_bits[0] >> 1;
    if (last_GPIO_rden[1] & ~I_GPIO_rden[1]) 
      latch_bits[1] <= latch_bits[1] >> 1;
  end
  always_comb
  begin
    next_GPIO_state = 16'b0;
    if (I_reset)
    begin
      next_GPIO_state = curr_GPIO_state;
      next_GPIO_state[0][5:4] = I_joy_bits[0][1:0];
      next_GPIO_state[1][5:4] = I_joy_bits[1][1:0];
      if (clock_divide[$high(clock_divide)])
      begin
        next_GPIO_state[0][7:6] = I_joy_bits[0][3:2];
        next_GPIO_state[1][7:6] = I_joy_bits[1][3:2];
        next_GPIO_state[0][0] = I_joy_bits[0][4];
        next_GPIO_state[0][2] = I_joy_bits[0][5];
        next_GPIO_state[1][0] = I_joy_bits[1][4];
        next_GPIO_state[1][2] = I_joy_bits[1][5];
      end else begin
        next_GPIO_state[0][1] = I_joy_bits[0][4];
        next_GPIO_state[0][3] = I_joy_bits[0][5];
        next_GPIO_state[1][1] = I_joy_bits[1][4];
        next_GPIO_state[1][3] = I_joy_bits[1][5];
      end
    end
  end
endmodule
File: flow/config.mk
export PLATFORM = sky130hd
export DESIGN_NAME = controller
export DESIGN_NICKNAME = controller
export VERILOG_FILES = /design/flow/design.v
export SDC_FILE = /design/flow/constraint.sdc
export NUM_CORES = 4
export LEC_CHECK = 1
export CORE_UTILIZATION = 30
File: flow/constraint.sdc
current_design controller

set clk_period 2.1
set clk_io_pct 0.2

create_clock -name clk0 -period $clk_period [get_ports {I_clock}]

set non_clock_inputs [all_inputs -no_clocks]
set_input_delay [expr $clk_period * $clk_io_pct] -clock clk0 $non_clock_inputs
set_output_delay [expr $clk_period * $clk_io_pct] -clock clk0 [all_outputs]
==> results.py <==
# Auto-generated metrics
metrics = {
    "logic_synthesis": {
        "syn_area_um2": 1692,
        "ys_area_um2": 1692,
        "syn_inst": 126,
        "ys_seq_frac": 0.6154,
        "syn_avg_cell_area_um2": 13.43,
        "ys_ff": 45,
        "synth_stat.cells": 126,
        "ys.warnings.count": 1,
        "ys_types": 21,
    },
    "final_timing": {
        "min_period_ns": 1.550,
        "timing.hold.ws_ns": 0.4559,
        "hold_viol": 0,
        "maxSlewHeadroom": 0.6498,
        "max_freq_mhz": 645.4,
        "slew_violations": 0,
        "setup_tns_ns": 0,
        "rsz0062_at_grt": "no",
        "fin_skew_ns": 0.007428,
        "min_period_over_period": 0.7379,
        "setup_viol": 0,
        "worst_pin_slew_ns": 0.5237,
    },
    "worst_setup_path": {
        "critPathRequiredTime_ns": 1.68,
        "path_cells": "clkdlybuf4s50_1",
        "cp-end-kind": "output pin",
        "worst_path_dominant_cell_family": "buffers and inverters",
        "critical-path-max-stage-delay_ns": 0.48,
        "crit_type": "flop to output pin",
        "crit_arrival_ns": 1.13,
        "r2r_cells": 3,
        "critPathMaxFanout": 3,
        "r2r-end": "latch_bits[14]$_DFFE_PP_",
        "start_kind": "flop",
        "rrSetupSlack_ns": 0.90,
        "critical_path_buf_inv_count": 1,
        "crit_slowest_cell": "clkdlybuf4s50_1",
        "r2r-start": "last_GPIO_rden[1]$_DFF_P_",
    },
    "cells_and_area": {
        "fin_cells": 219,
        "area_growth_pct": 22.19,
        "lay_top_cells": "31 x dfxtp_1, 21 x clkdlybuf4s50_1",
        "drive_gt1_frac": 0.1879,
        "seqCellArea_um2": 1041,
        "n_fill_cell": 499,
        "layout.cells.most_common": "dfxtp_1",
        "logic_area_um2": 590.6,
    },
    "pwr": {
        "cellLeakagePower_nw": 0.7322,
        "powerDensity_nw_per_um2": 806.1,
        "peakVddDrop_mv": 0.4315,
        "finalPower_mw": 1.666,
    },
    "die": {
        "initial_core_util": 0.3210,
        "die-width_um": 77.09,
        "die_area_um2": 5943,
        "die_y_um": 77.09,
        "io_pins": 22,
        "core_area_um2": 5270,
        "fp-row-count": 26,
    },
    "place": {
        "place_inst": 211,
        "dpl.hpwl_um": 1766,
        "portBuffers": 21,
        "gp_congestion": 0.7271,
    },
    "worst_hold_path": {
        "min_path_cells": 1,
        "holdPathEnd": "clock_divide[0]$_DFF_P_",
        "hp-class": "flop to flop",
        "min_from": "clock_divide[0]$_DFF_P_",
    },
    "drt": {
        "ant_nets": 0,
        "routed_wirelength_um": 2577,
        "dr.pass1.iters": 2,
        "avgRoutedWirePerCell_um": 11.77,
        "vias": 940,
        "vias_per_cell": 4.292,
        "drt_iter0_drc": 19,
        "antennaDiodeCount": 0,
        "drc": 0,
    },
    "clock_network": {
        "clock_sink_count": 45,
        "clock_latency_ns": 0.29,
        "clockBufferDepth": 2,
        "cts_max_level": 2,
        "cts_resized": 0,
        "hold_buffers": 0,
        "cts_tree": "built",
        "cts.clk_slew.worst_paths_ns": 0.08,
        "post-cts-setup-buffer-count": 0,
        "cts_made_buffers": 5,
        "cts-root-buf": "clkbuf_8",
    },
    "grt": {
        "grt_pass1_wl_um": 4436,
        "antenna_found_initial": 0,
        "overflow": 0,
        "grtUsageTotal": 0.09512,
        "use_met3": 0.02660,
        "grt_use_met1": 0.1406,
        "grt_pass1_vias": 986,
        "grt_max_degree": 17,
        "grt_busiest_layer": "met2",
        "grt.met2_usage": 0.1464,
    },
    "run": {
        "warnings": 25,
        "cap_violations": 0,
    },
    "run_status": {
        "status": "finished clean",
    },
}
==> stage by stage <==
step	util	instance area, µm²	setup slack, ns
after global routing	0.3922	2067	0.5013
after global placement	0.3711	1956	0.3489
after CTS	0.3922	2067	0.5306
after detailed placement	0.3711	1956	0.3379
final	0.3922	2067	0.5505
after floorplan	-	1692	0.8251
==> Yosys cell counts, drive strengths merged <==
cell,count,area (µm²)
ha,1,12.51
and2,4,25.02
dfxtp,31,620.6
mux2,14,157.7
xnor2,8,70.07
xor2,1,8.760
and4,1,11.26
mux2i,14,140.1
nor2,2,7.510
nor2b,14,87.58
edfxtp,14,420.4
buf,8,52.55
nand4,4,25.02
and3,2,13.77
inv,1,3.750
clkbuf,1,3.750
nand2,1,3.750
nand3,3,15.01
or2,2,12.51
==> power breakdown <==
group          switching (mW)  leakage, nW  internal, mW
combinational          0.0293        0.276        0.0597
sequential            0.00776        0.401         0.929
clock                   0.283       0.0554         0.357
total                   0.320        0.732          1.35
==> kinds of logic after synthesis <==
logic type,after synthesis,share of synthesized area
adder cells (fa/ha/maj),1,0.007395
multiplexers,28,0.1760
AND/OR/NAND/NOR,33,0.1191
buffers and inverters,10,0.03550
flip-flops,45,0.6154
XOR/XNOR,9,0.04660
==> per-layer routing <==
metal,up-vias,part of all wire
li1,472,-
met1,447,0.49
met2,14,0.45
met3,7,0.042
met4,0,0.019
met5,-,0
==> worst max-delay path by stage <==
stage,from,endpoint,slack [ns],cells past startpoint
4_1_cts,clock_divide[10]$_DFF_P_,O_joy_mode[1],0.53,1
5_1_grt,clock_divide[10]$_DFF_P_,O_joy_mode[1],0.50,1
6_report,clock_divide[10]$_DFF_P_,O_joy_mode[1],0.55,1
==> state kept, by name, indices dropped and copies added, names as in the netlist <==
signal,cells
latch_bits,16
curr_GPIO_state,16
last_GPIO_rden,2
clock_divide,11
==> area by class of cell <==
cell class | instances | area share
sequential | 45 | 0.5036
multi-input combinational | 71 | 0.2857
timing repair buffer | 24 | 0.1126
tap | 70 | 0.04237
clock buffer | 6 | 0.03511
clock inverter | 2 | 0.01877
inverter | 1 | 0.001816
Power is estimated from default activity; no workload was simulated.
