`flow/run.sh`:
```
#!/bin/bash
# OpenROAD 26Q1-2900-gdf79404cd8, Yosys 0.63+post, stock flow scripts
make -C /OpenROAD-flow-scripts/flow DESIGN_CONFIG=/design/flow/config.mk WORK_HOME=/design/flow/orfs finish
```
`flow/config.mk`:
```
export PLATFORM = sky130hd
export DESIGN_NAME = core_irq
export DESIGN_NICKNAME = core_irq
export VERILOG_FILES = /design/flow/design.v
export SDC_FILE = /design/flow/constraint.sdc
export NUM_CORES = 4
export LEC_CHECK = 1
export CORE_AREA = 10 10 70 70
export DIE_AREA = 0 0 80 80
```
`flow/constraint.sdc`:
```
current_design core_irq

set clk_period 1.4
set clk_io_pct 0.2

create_clock -name clk0 -period $clk_period [get_ports {I_clock}]

set non_clock_inputs [all_inputs -no_clocks]
set_input_delay [expr $clk_period * $clk_io_pct] -clock clk0 $non_clock_inputs
set_output_delay [expr $clk_period * $clk_io_pct] -clock clk0 [all_outputs]
```
`flow/design.v`:
```
module core_irq(I_clock, I_sync, I_reset, I_nmi, I_irq, I_irq_mask, O_force_brk, O_vec_addr_lo, O_vec_addr_hi, O_irq_mask);
  input   wire       I_clock       ;
  input   wire       I_sync        ;  
  input   wire       I_reset       ;
  input   wire       I_nmi         ;
  input   wire       I_irq         ; 
  input   wire       I_irq_mask    ;
  output  wire       O_force_brk   ;
  output  wire       O_irq_mask    ;
  output  wire[15:0] O_vec_addr_lo ;
  output  wire[15:0] O_vec_addr_hi ;
  bit[3:0]      vec_addr      ;  
  bit           irq_p         ;
  bit           res_p         ;  
  bit           nmi_p         ;
  bit           last_nmi      ;
  bit           raise_nmi     ;
  bit           raise_res     ;
  wire          raise_irq     ;  
  assign        O_force_brk   = irq_p | res_p | nmi_p;
  assign        O_irq_mask    = irq_p | res_p | I_irq_mask;
  assign        O_vec_addr_lo = {12'hFFF, vec_addr};
  assign        O_vec_addr_hi = {12'hFFF, vec_addr + 4'd1};
  assign        raise_irq     = ~I_irq & ~I_irq_mask;
  always @(*)
  if (~I_reset)
  begin
    vec_addr = 4'hE;
  end else begin
    vec_addr = 4'hE;
    if (nmi_p) 
      vec_addr = 4'hA;
    else if (res_p) 
      vec_addr = 4'hC;    
  end
  always @(posedge I_clock, negedge I_reset)
  if (~I_reset)
  begin
    last_nmi   <= 0;
    res_p      <= 0;
    nmi_p      <= 0;
    irq_p      <= 0;
    raise_nmi  <= 0;
    raise_res  <= 1; 
  end else begin
    if (I_sync)
    begin        
      if (raise_res) 
        res_p <= raise_res;
      if (raise_nmi) 
        nmi_p <= raise_nmi;
      irq_p <= raise_irq;
      raise_res <= 0;
      raise_nmi <= 0;
      if (res_p) res_p <= 0; else
      if (nmi_p) nmi_p <= 0; else
      if (irq_p) irq_p <= 0;         
    end 
    last_nmi <= I_nmi;
    if (last_nmi & ~I_nmi)
      raise_nmi <= 1;      
  end
endmodule
```
==> flow_metrics.tcl <==
# collected from the flow reports
set metrics [dict create \
    dp.final_hpwl_microns 911 \
    gr-usage-met3_pct 2.27 \
    finalWorstSetupSlack_ns -0.0324 \
    placedCellCount 112 \
    synth_area_sq_um 484 \
    grt_pass1_wl_microns 1550 \
    critical-path-top-delay-family "flip-flops" \
    worstPathCellList "buf_6 > or3_1 > buf_2" \
    syn_to_final_growth_pct 19.9 \
    antenna_found_initial 0 \
    utilization_pct 17.0 \
    max_freq_mhz 698 \
    total_power_mw 0.508 \
    grt_max_degree 8 \
    insertedDiodeCount 0 \
    coreArea_sq_mm 0.00342 \
    clkSlewWorstSetupHoldPaths_ns 0.05 \
    hold_violations 0 \
    period_used_pct 102 \
    rsz0062_at_grt "true" \
    period_minus_slack_ns 1.43 \
    totalWireLength_microns 1050 \
    drv_cap 0 \
    dieWidth_microns 80 \
    layout-drive-gt1-share_pct 22.2 \
    ys.warnings.count 1 \
    critPathSlowestCell "dfrtp_1" \
    grt_remaining_overflow 0 \
    met1_usage_pct 3.22 \
    htreeDepth 1 \
    ctsRootBufferMaster "clkbuf_4" \
    cts_buffers 3 \
    finClkSkew_ns 0.00825 \
    layout_top_cell "conb_1" \
    antenna_left 0 \
    finalSetupViolations 1 \
    start_kind "flip-flop" \
    yosys_area_sq_um 484 \
    rr_startpoint "res_p$_DFFE_PN0P_" \
    arrival_ns 1.15 \
    cts_sinks 6 \
    grtUsageMet2_pct 4.98 \
    synth_top_area_share_pct 46.5 \
    drc 0 \
    num_rows 21 \
    netlist.top_cell.by_area "buf_4" \
    critPathCaptureType "primary output" \
    cp.buffers_inverters 2 \
    initial_core_util_pct 14.2 \
    vias 322 \
    mostFrequentLayoutCells "conb_1 (28), dfrtp_1 (5), inv_1 (4), dlygate4sd2_1 (4), buf_4 (4)" \
    fill_cells 392 \
    worstSetupPathType "reg2out" \
    topCellsByArea "buf_4 (47%), dfrtp_1 (26%), dfstp_2 (5.4%)" \
    synth.distinct_cells 15 \
    outcome "finished with violations" \
    worstPathRequired_ns 1.12 \
    numSynthFlops 6 \
    gp_congestion 0.725 \
    grt.total_usage_pct 3.09 \
    dr.first_iter.drc_count 28 \
    pin_count 40 \
    wire_per_inst_microns 8.91 \
    pre_cts_ws_ns -0.299 \
    ys_cells 55 \
    power_density_mw_per_mm2 875 \
    dr.pass1.iters 2 \
    grt_busiest_layer "met2" \
    stdcell_count 118 \
    insertion_delay_ns 0.24 \
    ys_seq_share_pct 31.3 \
    cts_max_path_buffers 2 \
    violations "negative setup slack" \
    dieHeight_microns 80 \
    tool_warnings 27 \
    die_area_sq_mm 0.00640 \
    setup_tns_ns -0.0324 \
    crit_fanout 3 \
    syn_area_per_cell_sq_um 8.80 \
    portBuffers 11 \
    via_per_inst 2.73 \
    critPathLaunch "res_p$_DFFE_PN0P_" \
    seq_area_sq_um 151 \
    syn_inst 55 \
    hp-class "in2async" \
    p_leak_nw 0.295 \
    worst_path_largest_cell_delay_ns 0.38 \
    combGateArea_sq_um 193 \
    drv_slew 0 \
    ir_drop_mv 0.223 \
    cts_tree "yes" \
    grt_pass1_vias 372 \
]
per-stage QoR:
| stage | hold slack [ns] | instance area [sq um] |
|---|---|---|
| floorplan | -0.0156 | 582 |
| global placement | 0.496 | 554 |
| detailed placement | 0.509 | 554 |
| CTS | 0.118 | 591 |
| global route | 0.131 | 581 |
| finish | 0.124 | 581 |
where the power goes:
part | switching [mW] | internal, mW | leakage, nW | total (mW)
combinational | 0.0502 | 0.0882 | 0.207 | 0.138
sequential | 0.0103 | 0.192 | 0.0732 | 0.202
clock | 0.0597 | 0.108 | 0.0150 | 0.167
synth_stat cells:
cell       n
nand2_1    1
nand3b_1   2
or3_1      2
and2b_2    1
dfrtp_1    5
conb_1     2
a31oi_1    1
buf_4     30
nor3b_1    1
a21oi_1    1
inv_1      4
or3b_1     1
o22ai_1    2
o21ai_0    1
dfstp_2    1
cell type report:
type                            count  share of cell area [%]
Tap cell                           46                    9.91
Timing Repair Buffer               17                    23.7
Multi-Input combinational cell     41                    33.2
Sequential cell                     6                    26.1
Clock buffer                        4                    4.53
Inverter                            4                    2.59
repair_timing:
action	4_1_cts	5_1_grt
setup buffers	2	0
hold buffers	0	0
pin swaps	2	1
endpoints found under the setup margin	6	4
resized	17	2
state kept, by name, summed over array words and instances (netlist names):
signal and flops:
raise_nmi 1, irq_p 1, raise_res 1, nmi_p 1, res_p 1, last_nmi 1
path summary, 6_finish.rpt:
kind | to | slack, ns | cells after the start
worst max-delay path | O_irq_mask | -0.03 | 3
worst max register to register | irq_p$_DFFE_PN0P_ | 0.36 | 4
max in group asynchronous | raise_res$_DFFE_PN1P_ | 1.07 | 2
worst min register to register | raise_nmi$_DFFE_PN0P_ | 0.51 | 2
min in group clk0 | irq_p$_DFFE_PN0P_ | 0.45 | 3
worst min-delay path | nmi_p$_DFFE_PN0P_ | 0.12 | 2
layer usage:
layer / part of all wire [%] / vias up / wire length (microns)
met3: 12 / 0 / 128
li1: - / 151 / -
met2: 48 / 27 / 500
met1: 40 / 144 / 421
met5: 0 / - / 0
met4: 0 / 0 / 0
logic make-up after synthesis:
group           Yosys count  synth area share, %
compound gates            5                 5.94
other cells               2                 1.55
simple gates              8                 11.6
flops                     6                 31.3
buf+inv                  34                 49.6
Power and IR drop assume default switching activity.
