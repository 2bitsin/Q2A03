===== flow/run.sh =====
#!/bin/bash
# OpenROAD 26Q1-2900-gdf79404cd8, Yosys 0.63+post, stock flow scripts
make -C /OpenROAD-flow-scripts/flow DESIGN_CONFIG=/design/flow/config.mk WORK_HOME=/design/flow/orfs finish

===== flow/config.mk =====
export PLATFORM = sky130hd
export DESIGN_NAME = count_up
export DESIGN_NICKNAME = count_up
export VERILOG_FILES = /design/flow/design.v
export SDC_FILE = /design/flow/constraint.sdc
export NUM_CORES = 4
export LEC_CHECK = 1
export CORE_AREA = 10 10 103 103
export DIE_AREA = 0 0 113 113

===== flow/constraint.sdc =====
current_design count_up

set clk_period 4.5
set clk_io_pct 0.2

create_clock -name clk0 -period $clk_period [get_ports {I_clock}]

set non_clock_inputs [all_inputs -no_clocks]
set_input_delay [expr $clk_period * $clk_io_pct] -clock clk0 $non_clock_inputs
set_output_delay [expr $clk_period * $clk_io_pct] -clock clk0 [all_outputs]

===== flow/design.v =====
module count_up (I_clock, I_reset, I_clear, I_enable, I_target, O_value, O_overflow, O_overflow_inv);
  parameter P_width = 16;
  input   wire                  I_clock;
  input   wire                  I_reset;
  input   wire                  I_clear;
  input   wire                  I_enable;
  input   wire[P_width - 1: 0]  I_target;
  output  bit[P_width - 1: 0]   O_value;
  output  wire                  O_overflow;
  output  wire                  O_overflow_inv;
  assign  O_overflow_inv        = (O_value != I_target);
  assign  O_overflow            = ~O_overflow_inv;
  wire[P_width - 1: 0] CT_one   = {{P_width - 1 {1'b0}}, 1'b1};
  wire[P_width - 1: 0] CT_zero  = {P_width {1'b0}};
  always @(posedge I_clock, negedge I_reset)
  begin
    if (~I_reset)
      O_value <= {P_width {1'b0}};
    else if (I_enable) 
    begin
      if (O_overflow_inv)
        O_value <= O_value + CT_one ;
      else
        O_value <= CT_zero;
    end
  end
endmodule

==> flow_summary.html <==
<h2>Implementation results</h2>
<table>
<tr><th>Metric</th><th>Value</th></tr>
<tr><th colspan="2">Status</th></tr>
<tr><td>Status</td><td>finished clean</td></tr>
<tr><th colspan="2">Floorplanning</th></tr>
<tr><td>Initial standard-cell utilization of the core</td><td>12.0%</td></tr>
<tr><td>Die x size</td><td>113 µm</td></tr>
<tr><td>Floorplan die area</td><td>12800 µm²</td></tr>
<tr><td>Std-Cell Rows</td><td>33</td></tr>
<tr><td>Std-Cell Core Area</td><td>8300 µm²</td></tr>
<tr><td>Number of top-level pins</td><td>38</td></tr>
<tr><td>Die span in y</td><td>113 µm</td></tr>
<tr><th colspan="2">Power</th></tr>
<tr><td>Switching share of power</td><td>31.6%</td></tr>
<tr><td>Pwr dens</td><td>303 nW/µm²</td></tr>
<tr><td>Share of power burned in registers</td><td>47.3%</td></tr>
<tr><td>IR drop worst, VDD</td><td>0.104 mV</td></tr>
<tr><td>Clock power frac</td><td>22.8%</td></tr>
<tr><td>Total net switching power</td><td>0.146 mW</td></tr>
<tr><td>Static power due to leakage</td><td>0.525 nW</td></tr>
<tr><td>PnR Total Power</td><td>0.463 mW</td></tr>
<tr><td>Cell internal pwr</td><td>0.317 mW</td></tr>
<tr><td>Part of the power in combinational logic</td><td>29.9%</td></tr>
<tr><th colspan="2">Cells and area</th></tr>
<tr><td>Number of non-filler instances in the completed layout</td><td>244</td></tr>
<tr><td>Register bank with the most flops</td><td>O_value</td></tr>
<tr><td>Max reg flops</td><td>16</td></tr>
<tr><td>Largest registers in the final layout</td><td>O_value: 16 flops</td></tr>
<tr><td>Fraction of layout cells with a size suffix above 1</td><td>7.19%</td></tr>
<tr><td>Final Instance Area</td><td>1530 µm²</td></tr>
<tr><td>Synthesis-to-finish area growth</td><td>53.1%</td></tr>
<tr><td>Post-route core utilization</td><td>18.4%</td></tr>
<tr><th colspan="2">Synthesis</th></tr>
<tr><td>Number of synthesized flops with an enable pin</td><td>0</td></tr>
<tr><td>Share of flip-flops with an asynchronous set or reset</td><td>100%</td></tr>
<tr><td>Chip area from the yosys synthesis statistics</td><td>1000 µm²</td></tr>
<tr><td>Synthesis-stage register bit count</td><td>16</td></tr>
<tr><td>Number of warnings reported in the yosys synthesis log</td><td>1</td></tr>
<tr><td>Gate count after technology mapping</td><td>102</td></tr>
<tr><td>Number of distinct library cells after synthesis</td><td>27</td></tr>
<tr><td>Total standard cell area after synthesis</td><td>1000 µm²</td></tr>
<tr><td>Predominant post-synthesis flop cell</td><td>sky130_fd_sc_hd__dfrtp_1</td></tr>
<tr><td>Synthesized area divided by synthesized cell count</td><td>9.80 µm²</td></tr>
<tr><td>Yosys cell count</td><td>102</td></tr>
<tr><td>Sequential element share of the synthesized area</td><td>40.1%</td></tr>
<tr><th colspan="2">Critical path</th></tr>
<tr><td>WP data required</td><td>3.60 ns</td></tr>
<tr><td>Critical path endpoint category</td><td>output pin</td></tr>
<tr><td>Worst-path cell chain</td><td>clkdlybuf4s50_1, xnor2_1, nand4_1, nor4_4, clkdlybuf4s50_1</td></tr>
<tr><td>Largest delay share family, worst path</td><td>buffers and inverters</td></tr>
<tr><td>Crit path arrival time</td><td>2.92 ns</td></tr>
<tr><td>Worst-case register-to-register setup slack</td><td>2.50 ns</td></tr>
<tr><td>Critical register-to-register path startpoint</td><td>O_value[9]$_DFFE_PN0P_</td></tr>
<tr><td>Beginning of the critical path</td><td>I_target[9]</td></tr>
<tr><td>Cell depth of the worst flop-to-flop path</td><td>5</td></tr>
<tr><td>Slowest library cell on the worst path</td><td>sky130_fd_sc_hd__clkdlybuf4s50_1</td></tr>
<tr><td>Reg2reg end</td><td>O_value[14]$_DFFE_PN0P_</td></tr>
<tr><td>Worst Path Max Fanout</td><td>9</td></tr>
<tr><td>Worst Setup Path Type</td><td>input pin to output pin</td></tr>
<tr><td>Critical path buffer and inverter count</td><td>2</td></tr>
<tr><td>Most frequent cell on the critical path</td><td>sky130_fd_sc_hd__clkdlybuf4s50_1</td></tr>
<tr><td>Category of the worst setup path launch point</td><td>input pin</td></tr>
<tr><td>Max incr delay on CP</td><td>0.58 ns</td></tr>
<tr><th colspan="2">STA</th></tr>
<tr><td>Crit share post-route</td><td>84.8%</td></tr>
<tr><td>Final hold vios</td><td>0</td></tr>
<tr><td>Max-slew violation count</td><td>0</td></tr>
<tr><td>Setup Skew</td><td>0.00106 ns</td></tr>
<tr><td>Worst hold margin</td><td>0.608 ns</td></tr>
<tr><td>Worst-case setup margin in the final layout</td><td>0.683 ns</td></tr>
<tr><td>Maximum frequency from static timing analysis</td><td>262 MHz</td></tr>
<tr><td>Final setup violation count</td><td>0</td></tr>
<tr><td>Tightest Pin Transition</td><td>0.735 ns</td></tr>
<tr><td>Shortest clock period the worst path allows after layout</td><td>3.82 ns</td></tr>
<tr><td>Worst slew margin</td><td>50.8%</td></tr>
<tr><td>Accumulated negative setup slack</td><td>0 ns</td></tr>
<tr><td>Unrepaired setup endpoints after global routing</td><td>no</td></tr>
<tr><th colspan="2">Clocking</th></tr>
<tr><td>Clock Latency Late Sink</td><td>0.25 ns</td></tr>
<tr><td>Number of clock sinks seen by CTS</td><td>16</td></tr>
<tr><td>Number of buffers inserted for hold repair after clock tree synthesis</td><td>0</td></tr>
<tr><td>Level count of the clock H-tree</td><td>1</td></tr>
<tr><td>Total clock buffers created by CTS</td><td>3</td></tr>
<tr><td>CTS root buf</td><td>sky130_fd_sc_hd__clkbuf_8</td></tr>
<tr><td>Clock-pin transition on the worst setup and hold timing paths</td><td>0.06 ns</td></tr>
<tr><td>Clock tree from TritonCTS</td><td>done</td></tr>
<tr><td>Buffers from clock root to sink, at most</td><td>2</td></tr>
<tr><td>Buffer count from post-CTS setup fixing</td><td>0</td></tr>
<tr><td>Cts repair resizes</td><td>0</td></tr>
<tr><th colspan="2">Global routing</th></tr>
<tr><td>Global-route total usage across every layer</td><td>5.06%</td></tr>
<tr><td>Total global routing overflow</td><td>0</td></tr>
<tr><td>Pin count of the biggest net entering global routing</td><td>24</td></tr>
<tr><td>First-pass GRT wire length</td><td>5.23 mm</td></tr>
<tr><td>Antenna violations before repair</td><td>0</td></tr>
<tr><td>Number of global-route vias before repair</td><td>915</td></tr>
<tr><th colspan="2">Routing</th></tr>
<tr><td>ANT nets after route</td><td>0</td></tr>
<tr><td>Drt first-iter violations</td><td>52</td></tr>
<tr><td>Via density per instance</td><td>3.64</td></tr>
<tr><td>DRC</td><td>0</td></tr>
<tr><td>Iteration tally of the first detailed-router pass</td><td>4</td></tr>
<tr><td>Total inserted antenna cells</td><td>0</td></tr>
<tr><td>Via count</td><td>887</td></tr>
<tr><td>Wire length per cell</td><td>13.3 µm</td></tr>
<tr><td>Drt total wl</td><td>3.24 mm</td></tr>
<tr><th colspan="2">Placed design</th></tr>
<tr><td>Sum of net half-perimeters after detailed placement</td><td>2.59 mm</td></tr>
<tr><td>Cell area after placement</td><td>1490 µm²</td></tr>
<tr><td>Cell count after placement</td><td>241</td></tr>
<tr><td>Port bufs</td><td>36</td></tr>
<tr><td>DP Worst Slack</td><td>0.653 ns</td></tr>
<tr><td>Final estimated routing congestion in global placement</td><td>0.787</td></tr>
<tr><th colspan="2">Min path</th></tr>
<tr><td>Hold path cells</td><td>2</td></tr>
<tr><td>Sink of the worst hold path</td><td>O_value[15]$_DFFE_PN0P_</td></tr>
<tr><td>Startpoint of the worst hold path</td><td>O_value[15]$_DFFE_PN0P_</td></tr>
<tr><td>Type of the worst min-delay path</td><td>flop to flop</td></tr>
<tr><th colspan="2">Run</th></tr>
<tr><td>Total tool warning count</td><td>26</td></tr>
<tr><td>Max-Cap Viols</td><td>0</td></tr>
</table>
-- tightest hold or removal path: stages, from the launching register on --
cell and delay [ns]:
sky130_fd_sc_hd__dfrtp_1 0.42, sky130_fd_sc_hd__o31ai_1 0.10, sky130_fd_sc_hd__a22oi_2 0.05
-- cells in the mapped netlist, types with 2 or more instances --
cell type,count,share of area (%)
sky130_fd_sc_hd__nor2_1,3,1.1
sky130_fd_sc_hd__buf_2,2,1.0
sky130_fd_sc_hd__nand2b_1,2,1.3
sky130_fd_sc_hd__nand4_1,9,5.6
sky130_fd_sc_hd__xnor2_1,24,21
sky130_fd_sc_hd__xor2_1,3,2.6
sky130_fd_sc_hd__clkbuf_1,2,0.75
sky130_fd_sc_hd__nand2_1,8,3.0
sky130_fd_sc_hd__dfrtp_1,16,40
sky130_fd_sc_hd__inv_1,2,0.75
sky130_fd_sc_hd__a21oi_1,12,6.0
sky130_fd_sc_hd__nor3_1,4,2.0
-- logic make-up after synthesis --
group	synth area share, %
simple gates	21.4
flops	40.0
compound gates	11.1
xor+xnor	23.7
fa+ha+maj	1.25
buf+inv	2.50
-- power groups by stage --
stage | clock network [mW] | logic [mW] | registers [mW]
6_report | 0.106 | 0.139 | 0.219
5_1_grt | 0.114 | 0.154 | 0.227
4_1_cts | 0.108 | 0.143 | 0.221
-- placed cells by master, fill, tap and decap left out, types with 2 or more instances in the layout --
| cell type | netlist | layout |
|---|---|---|
| sky130_fd_sc_hd__clkdlybuf4s50_1 | 0 | 36 |
| sky130_fd_sc_hd__xnor2_1 | 24 | 24 |
| sky130_fd_sc_hd__dfrtp_1 | 16 | 16 |
| sky130_fd_sc_hd__a21oi_1 | 12 | 12 |
| sky130_fd_sc_hd__nand4_1 | 9 | 9 |
| sky130_fd_sc_hd__nand2_1 | 8 | 8 |
| sky130_fd_sc_hd__nor3_1 | 4 | 4 |
| sky130_fd_sc_hd__xor2_1 | 3 | 3 |
| sky130_fd_sc_hd__nor2_1 | 3 | 3 |
| sky130_fd_sc_hd__clkbuf_8 | 0 | 3 |
| sky130_fd_sc_hd__inv_1 | 2 | 2 |
| sky130_fd_sc_hd__nand2b_1 | 2 | 2 |
| sky130_fd_sc_hd__buf_4 | 0 | 2 |
-- area by class of cell --
type / instances / area, µm²
Fill cell: 892 / 6770
Multi-Input combinational cell: 80 / 574
Sequential cell: 16 / 400
Timing Repair Buffer: 38 / 375
Tap cell: 105 / 131
Clock buffer: 3 / 41.3
Inverter: 2 / 7.51
-- metal layers --
layer | global-route usage, % | vias to the layer above | part of all wire (%)
met5 | 0 | - | 0
met4 | 0.169 | 0 | 0
met3 | 2.24 | 0 | 8.8
met2 | 8.03 | 27 | 47
met1 | 6.54 | 422 | 45
li1 | - | 438 | -
-- worst max-delay path by stage --
stage | to | slack, ns | depth (start not counted)
CTS | O_overflow | 0.63 | 5
global route | O_overflow | 0.54 | 5
finish | O_overflow | 0.68 | 5
Power and IR drop assume default switching activity.
