==> design/flow/design.v <==
module audio_i2s (I_clock, I_reset, I_data, O_mclk, O_wclk, O_sclk, O_data);
  input   wire        I_clock;
  input   wire        I_reset;
  input   wire[15:0]  I_data;
  output  wire        O_mclk;
  output  wire        O_wclk;
  output  wire        O_sclk;
  output  bit         O_data;
  bit[7:0]    divide_mclk;
  bit[15:0]   curr_sample;  
  assign O_mclk = I_clock;
  assign O_wclk = divide_mclk [$high(divide_mclk)];
  assign O_sclk = divide_mclk [$high(divide_mclk) - 5];
  always_ff @(posedge I_clock, negedge I_reset)
  begin
    if (~I_reset)
    begin
      divide_mclk <= 8'd0;  
      curr_sample <= 16'd0;
    end else
    begin
      divide_mclk <= divide_mclk + 1;      
      if (&divide_mclk[$high(divide_mclk) - 5:0])
      begin
        O_data <= curr_sample [$high(curr_sample)];
        curr_sample <= (curr_sample << 1);
      end
      if (&divide_mclk[$high(divide_mclk) - 1:0])
        curr_sample <= I_data ;              
    end
  end
endmodule
==> design/flow/run.sh <==
#!/bin/bash
# OpenROAD 26Q1-2900-gdf79404cd8, Yosys 0.63+post, stock flow scripts
make -C /OpenROAD-flow-scripts/flow DESIGN_CONFIG=/design/flow/config.mk WORK_HOME=/design/flow/orfs finish
==> design/flow/config.mk <==
export PLATFORM = sky130hd
export DESIGN_NAME = audio_i2s
export DESIGN_NICKNAME = audio_i2s
export VERILOG_FILES = /design/flow/design.v
export SDC_FILE = /design/flow/constraint.sdc
export NUM_CORES = 4
export LEC_CHECK = 1
export CORE_AREA = 10 10 98 98
export DIE_AREA = 0 0 108 108
==> design/flow/constraint.sdc <==
current_design audio_i2s

set clk_period 3.0
set clk_io_pct 0.2

create_clock -name clk0 -period $clk_period [get_ports {I_clock}]

set non_clock_inputs [all_inputs -no_clocks]
set_input_delay [expr $clk_period * $clk_io_pct] -clock clk0 $non_clock_inputs
set_output_delay [expr $clk_period * $clk_io_pct] -clock clk0 [all_outputs]
==> results.yml <==
# synthesis and place-and-route metrics
run_status:
  outcome: "finished clean"
critical_path:
  regToRegSetupSlack_ns: 0.95
  timing.reg2reg.worst_path_depth: 4
  critPathTopFamily: "buffers and inverters"
  critPathMaxFanout: 2
  critical_path.reg2reg.endpoint: "curr_sample[5]"
  critical_path.startpoint_type: "clock port"
  timing.critical_path.required_ns: 2.40
  worstPathCellList: "clkbuf_8 > clkbuf_8 > clkdlybuf4s50_1"
  crit_path_end_kind: "output port"
  critical_path.max_stage_delay_ns: 0.43
  crit_top_cell: "sky130_fd_sc_hd__clkbuf_8"
  worst_path_max_delay_cell: "sky130_fd_sc_hd__clkdlybuf4s50_1"
  critical_path_buf_inv_count: 3
  path_depth: 3
  worstPathArrival_ns: 2.15
  critical_path_class: "clk -> out"
  r2r-start: "divide_mclk[0]"
route:
  drt-vias-per-instance: 3.170
  via_count: 653
  drcViolationCount: 0
  route.detailed.wl_per_inst_um: 10.50
  dr.first_iter.drc_count: 56
  routed_wire_length_mm: 2.162
  drt-pass1-iter-count: 4
  diodes: 0
  antenna_violating_nets_left: 0
hold_path:
  hold_wc_path_type: "reg -> reg"
  worstHoldPathCells: 0
  hold_path_startpoint: "curr_sample[15]"
  timing.hold.worst_endpoint: "O_data"
sta:
  max_slew.worst_pin.slew_ns: 0.6950
  finalSetupViolations: 0
  finalHoldViolations: 0
  maxSlewHeadroom_pct: 53.67
  final.setup.tns_ns: 0
  whs_ns: 0.4591
  timing.final.max_slew_violations: 0
  finalClockSkew_ns: 0.002995
  rsz0062_at_grt: "no"
synthesis:
  synth.cell_area_um2: 1207
  ys_cells: 80
  postSynthRegisterBits: 25
  synth.yosys.chip_area_um2: 1207
  yosys_warnings: 1
  synth-seq-area-share_pct: 52.23
  postSynthAreaPerCell_um2: 15.09
  synth.lib_cells_used.distinct: 19
  post_synth_inst_count: 80
power_and_ir_drop:
  vdd.ir_drop.worst_mv: 0.2319
  static-leakage-power_uw: 0.0007026
  power.density_cell_area_nw_per_um2: 432.9
placement:
  dp.final_hpwl_mm: 1.623
  buffer_ports.inserted: 21
  gp_routability_congestion: 0.6991
floorplanning:
  fp.dieW_um: 108
  design.core.area_um2: 7647
  die_height_um: 108
  num_io_pins: 22
  core.rowCount: 32
  design.die.area_um2: 11660
  core_util_floorplan_pct: 15.79
final_layout:
  drive_gt1_share_pct: 39.42
  utilization_pct: 20.80
  area_delta_synth_final_pct: 31.71
  most_instantiated_logic_cell_after_routing: "sky130_fd_sc_hd__dfrtp_1"
  area.combinational_um2: 520.5
  fillCellCount: 818
  register_area_um2: 630.6
  most-common-layout-cells: "sky130_fd_sc_hd__dfrtp_1 (24), sky130_fd_sc_hd__mux2_2 (21), sky130_fd_sc_hd__clkdlybuf4s50_1 (21)"
run:
  max-cap-violations: 0
  openroad.warnings: 26
global_route:
  grt_first_pass_wirelength_mm: 3.581
  grt_max_degree: 25
  grt_util_all_layers_pct: 3.884
  antenna_violations_before_repair: 0
  vias_in_the_first_global_route: 751
  globalRouteOverflowTotal: 0
cts:
  clock_pin_slew_reported_for_the_worst_setup_and_hold_paths_after_clock_tree_synthesis_ns: 0.08
  cts_setup_buffers: 0
  tritoncts_clock_tree: "done"
  worst_skew_pair.late_latency_ns: 0.36
  hold_buffers: 0
  cts_repair_resize_count: 0
## final cells by class
class / count / share of cell area [%]
Timing Repair Buffer: 21 / 13.06
Clock buffer: 8 / 6.058
Sequential cell: 25 / 39.65
Inverter: 2 / 0.4721
Tap cell: 102 / 8.025
Multi-Input combinational cell: 48 / 32.73
## how the worst max path moves through the flow
| stage | startpoint | to |
|---|---|---|
| CTS | I_clock | O_mclk |
| finish | I_clock | O_mclk |
| global route | I_clock | O_mclk |
## cells in the mapped netlist
cell / n / share of area [%]
sky130_fd_sc_hd__dfrtp_1: 24 / 50
sky130_fd_sc_hd__mux2_2: 21 / 20
sky130_fd_sc_hd__mux2_4: 10 / 12
sky130_fd_sc_hd__xnor2_1: 5 / 3.6
sky130_fd_sc_hd__nand3_1: 3 / 1.2
sky130_fd_sc_hd__buf_2: 2 / 0.83
sky130_fd_sc_hd__ha_1: 2 / 2.1
sky130_fd_sc_hd__inv_1: 2 / 0.62
sky130_fd_sc_hd__and3_2: 1 / 0.62
sky130_fd_sc_hd__and3_4: 1 / 0.93
sky130_fd_sc_hd__and4_4: 1 / 0.93
sky130_fd_sc_hd__buf_12: 1 / 1.7
sky130_fd_sc_hd__buf_4: 1 / 0.62
sky130_fd_sc_hd__buf_6: 1 / 0.93
sky130_fd_sc_hd__edfxtp_1: 1 / 2.5
sky130_fd_sc_hd__nand2_1: 1 / 0.31
sky130_fd_sc_hd__nand4_1: 1 / 0.52
sky130_fd_sc_hd__nor2_1: 1 / 0.31
sky130_fd_sc_hd__nor2b_1: 1 / 0.52
## cells by family (layout without fill, tap and decap cells)
group | Yosys count | in the layout | share of synthesized area (%)
XOR/XNOR | 5 | 5 | 3.627
multiplexers | 31 | 31 | 32.02
AND/OR/NAND/NOR | 10 | 10 | 5.388
flip-flops | 25 | 25 | 52.23
buffers and inverters | 7 | 31 | 4.664
adder cells (fa/ha/maj) | 2 | 2 | 2.072
## flip-flops by register name, indices dropped and copies added, names as in the netlist
register	cells
O_data	1
curr_sample	16
divide_mclk	8
## routing by layer
layer	wire, um	global-route usage [%]	up-vias	share of wire [%]
li1	-	-	326	-
met1	1150	6.006	300	53
met2	826	4.698	23	38
met3	137	1.687	4	6.3
met4	48	1.050	0	2.2
met5	0	0	-	0
## power by group
group	internal, uW	switching, uW
logic	20.5	10.2
clock network	202	118
registers	338	0.00235
total	560	128
## per-stage QoR
| stage | total power [uW] | setup slack (ns) | cells | instance area (um2) |
|---|---|---|---|---|
| 5_1_grt | 728.1 | 0.2332 | 206 | 1590 |
| 6_report | 688.4 | 0.2504 | 206 | 1590 |
| 3_5_place_dp | 398.7 | 0.5326 | 199 | 1504 |
| 3_3_place_gp | 398.8 | 0.5326 | 199 | 1504 |
| 2_1_floorplan | 361.6 | 0.8022 | 80 | 1207 |
| 4_1_cts | 708.9 | 0.2267 | 206 | 1590 |
## worst register-to-register path, delay by kind of cell (launching register included)
family | cells | cell delay, ns
flip-flops | 1 | 0.41
adder cells (fa/ha/maj) | 2 | 0.86
multiplexers | 2 | 0.67
Power and IR drop assume default switching activity.
